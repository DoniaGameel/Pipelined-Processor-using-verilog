[flow/constraint.sdc]
current_design IE_MEM_buffer

set clk_period 1.0
set clk_io_pct 0.2

create_clock -name clk0 -period $clk_period [get_ports {clk}]

set non_clock_inputs [all_inputs -no_clocks]
set_input_delay [expr $clk_period * $clk_io_pct] -clock clk0 $non_clock_inputs
set_output_delay [expr $clk_period * $clk_io_pct] -clock clk0 [all_outputs]
[flow/run.sh]
#!/bin/bash
# OpenROAD 26Q1-2900-gdf79404cd8, Yosys 0.63+post, stock flow scripts
make -C /OpenROAD-flow-scripts/flow DESIGN_CONFIG=/design/flow/config.mk WORK_HOME=/design/flow/orfs finish
[flow/config.mk]
export PLATFORM = sky130hd
export DESIGN_NAME = IE_MEM_buffer
export DESIGN_NICKNAME = IE_MEM_buffer
export VERILOG_FILES = /design/flow/design.v
export SDC_FILE = /design/flow/constraint.sdc
export NUM_CORES = 4
export LEC_CHECK = 1
export CORE_AREA = 10 10 164 164
export DIE_AREA = 0 0 174 174
[flow/design.v]
module IE_MEM_buffer (reset,ret_in,ret_out,read_addr_2_in,read_addr_2_out, flags_in,flags_out, instr_in,instr_out, pc_in,pc_out, register_write_in, mem_write_in, mem_to_register_in, mem_read_in, branch_in,jump_type_in,in_port_in,stack_or_data_in,pc_to_stack_in,inc_dec_sp_in,ldd_or_std_in, read_data_2_in, register_write_out, mem_write_out, mem_to_register_out, mem_read_out, branch_out,jump_type_out,in_port_out,stack_or_data_out,pc_to_stack_out,inc_dec_sp_out,ldd_or_std_out, read_data_2_out,alu_result_in,alu_result_out ,read_addr_in,read_addr_out,clk,IN_PORT_in,IN_PORT_out,arth_in,arth_out,read_data_1_in,read_data_1_out);
  input [2:0]  read_addr_in,flags_in,read_addr_2_in;    
  input [1:0]jump_type_in;
  input register_write_in,reset,arth_in, ret_in,mem_write_in, mem_to_register_in, mem_read_in, branch_in,in_port_in,stack_or_data_in,pc_to_stack_in,inc_dec_sp_in,ldd_or_std_in, clk; 
  input [15:0]  read_data_2_in,alu_result_in,IN_PORT_in,read_data_1_in;
  input [31:0] pc_in,instr_in;
  output reg [2:0]  jump_type_out,read_addr_out,flags_out,read_addr_2_out;    
  output reg register_write_out,ret_out,arth_out, mem_write_out, mem_to_register_out, mem_read_out, branch_out,in_port_out,stack_or_data_out,pc_to_stack_out,inc_dec_sp_out,ldd_or_std_out; 
  output reg [15:0]  read_data_2_out,alu_result_out,IN_PORT_out,read_data_1_out;
  output reg [31:0] pc_out,instr_out;
  always@(posedge clk) begin
  if(reset)begin
  read_data_1_out=0;
  IN_PORT_out=0;
	ret_out=0;
	mem_write_out=0;
	pc_to_stack_out=0;
	stack_or_data_out=0;
arth_out=0;
  register_write_out = 0;
  read_addr_2_out=0;
  mem_to_register_out = 0;
  mem_read_out = 0;
  read_data_2_out = 0;
  branch_out = 0;
  in_port_out = 0;
  inc_dec_sp_out = 0;
  ldd_or_std_out = 0;
	alu_result_out=0;
	read_addr_out=0;
	pc_out=0;
	instr_out=0;
	flags_out=0;
	end
  else  begin
  read_data_1_out=read_data_1_in;
  arth_out=arth_in;
  IN_PORT_out=IN_PORT_in;
  ret_out=ret_in;
  register_write_out = register_write_in;
  read_addr_2_out=read_addr_2_in;
  mem_write_out = mem_write_in;
  mem_to_register_out = mem_to_register_in;
  mem_read_out = mem_read_in;
  read_data_2_out = read_data_2_in;
  branch_out = branch_in;
  in_port_out = in_port_in;
  stack_or_data_out = stack_or_data_in;
  pc_to_stack_out = pc_to_stack_in;
  inc_dec_sp_out = inc_dec_sp_in;
  ldd_or_std_out = ldd_or_std_in;
	alu_result_out=alu_result_in;
	read_addr_out=read_addr_in;
	pc_out=pc_in;
	instr_out=instr_in;
	flags_out=flags_in;
	end
  end
endmodule
==> results_slide.txt <==
Physical Implementation Snapshot

Outcome
  – Status: finished with violations
  – Failing checks: setup timing

Layout
  – Logic area: about 940 um2
  – Area growth syn-to-layout: 83.2%
  – Share of layout cells above drive strength 1: about a third
  – Sequential cell area: around 3000 um2
  – Fillers: around 2500
  – Post-route design area: between 7000 and 8000 um2
  – Layout Utilization: between 30% and 40%

Final timing
  – Final hold vios: 0
  – Max-slew violations: 0
  – Setup-failing EPs final: roughly 130
  – Post-layout min period: 1050 ps
  – Fmax: 0.950 GHz
  – RSZ-0062 raised after global routing: yes
  – Final worst slack: -52.5 ps
  – Cycle use final: 105%

Die
  – I/O Pins: approximately 310
  – Num rows: 56
  – FP Core Util: about 17%
  – Die height: approximately 170 um
  – Die area: 30300 um2
  – Die Wd: around 170 um
  – Core area: roughly 23000 um2

Yosys
  – Synthesized netlist cell count: 318
  – Chip Area, Yosys: slightly above 4000 um2
  – Post-Syn Area: 4020 um2
  – Synth Seq Share: about three quarters
  – Synth warnings: 4
  – # Cells Yosys: roughly 320
  – Unique cell types: 5
  – Average size of a mapped cell: between 10 and 15 um2
  – Ys flops: roughly 150

Run
  – Max-Cap Viols: 0
  – OpenROAD warnings: 29

GRT
  – Initial antenna violation count: 0
  – Vias in the first global route: ~3400
  – Grt met1 use: about a tenth
  – Global-route wire length before repair: 21400 um
  – GRT Util Overall: 9.20%
  – Grt ovf: 0
  – Met2 Use GR: 15.0%
  – Grt met3 use: 5.28%
  – Largest net degree at the start of global routing: roughly 50
  – Gr busiest metal: met2

Min path
  – Min-delay src: reset
  – Hold Crit Endpoint: instr_out[9]
  – HP Class: in2reg
  – Hold path depth: 3

CTS
  – Clock sinks: between 100 and 150
  – CTS buffer count: 17
  – CTS tree: built
  – Setup repair bufs after CTS: 0
  – Root buffer cell: clkbuf_16
  – Clk buf depth: 2
  – Clk slew on worst S/H paths: ~60 ps
  – CTS H-tree depth: 4

Worst setup path
  – Crit path cell chain: buf_2
  – Worst-path fanout max: 1
  – Slowest-stage cell, CP: dfxtp_2
  – Crit end category: output pin
  – Crit start category: flop
  – Crit Path Class: reg2out
  – Worst path bufs/invs: 1
  – Critical path data required time: ~800 ps
  – CP max stage delay: 330 ps
  – Critical path arrival: roughly 850 ps
  – Delay-heaviest family, CP: flip-flops

Placed design
  – Post-DP Area: between 7000 and 8000 um2
  – PortBufs: ~300
  – DP Wirelength: roughly 11000 um
  – GPL Wtd Cong: ~0.78
  – Dpl ws: -42.7 ps

Drt
  – Vias: between 3000 and 4000
  – DR vias/cell: between 3 and 4
  – Remaining antenna violation count: 0
  – DRT Wirelength: around 14000 um
  – First DRT Iteration DRCs: about 65
  – Drt wl/cell: roughly 15 um
  – # DRC: 0
  – # diodes: 0
  – First drt pass iteration count: 4

Power
  – VDD IR max: 904 uV
  – Overall Power: between 10 and 15 mW
  – Power per cell area: approximately 2000 nW/um2
  – Leakage: 3.26 nW
[cell usage after synthesis]
library cell / number / area [um2]
buf_2: 15 / 75.1
buf_4: 4 / 30.0
conb_1: 1 / 3.75
dfxtp_1: 149 / 2980
nor2b_1: 149 / 932
[repair_timing]
action,CTS,global route
hold buffers,0,0
gates resized,500,18
setup endpoints to repair,149,149
[flip-flops by register name (all words and copies together), names as in the netlist, 3 cells and up]
| register | count |
|---|---|
| instr_out | 32 |
| pc_out | 32 |
| IN_PORT_out | 16 |
| alu_result_out | 16 |
| read_data_1_out | 16 |
| read_data_2_out | 16 |
| flags_out | 3 |
| read_addr_2_out | 3 |
| read_addr_out | 3 |
[per-stage QoR]
step | hold slack (ps) | setup TNS (ps) | instances
4_1_cts | 211 | -6390 | 961
5_1_grt | 212 | -9630 | 961
3_5_place_dp | 666 | -116 | 929
2_1_floorplan | 328 | 0 | 320
6_report | 216 | -1540 | 961
3_3_place_gp | 661 | -115 | 929
[cell families (layout without fill, tap and decap cells)]
logic type | Yosys count | count (layout) | share of synthesized area, %
buffers and inverters | 19 | 341 | 2.61
AND/OR/NAND/NOR | 149 | 149 | 23.2
flip-flops | 149 | 149 | 74.1
other | 1 | 3 | 0.0932
[power by group]
group | internal, mW | leakage (nW) | switching [mW] | total [mW]
registers | 6.26 | 1.25 | 0.0655 | 6.33
logic | 0.898 | 1.70 | 0.315 | 1.21
clock network | 4.22 | 0.311 | 2.63 | 6.85
total | 11.4 | 3.26 | 3.01 | 14.4
[per-layer routing]
metal | part of all wire (%) | vias up
met1 | 39 | 1404
met4 | 1.4 | 0
li1 | - | 1568
met3 | 12 | 14
met5 | 0 | -
met2 | 47 | 180
[cell usage in the layout (no fill, tap or decap)]
master             n
nor2b_1          149
clkdlybuf4s50_1  149
buf_2            144
dfxtp_1          126
dfxtp_2           23
clkbuf_16         17
buf_4              8
buf_6              5
bufinv_16          4
conb_1             3
clkinv_2           3
clkinv_4           3
inv_6              3
buf_12             3
clkbuf_1           1
inv_8              1
[how the worst max path moves through the flow]
stage | cells past startpoint | startpoint | slack (ps) | end
after CTS | 1 | alu_result_out[12] | -90 | alu_result_out[12]
after global routing | 1 | alu_result_out[12] | -110 | alu_result_out[12]
final | 1 | alu_result_out[12] | -50 | alu_result_out[12]
[layout make-up]
type / instances / share of cell area [%]
well taps: 319 / 5.42
clock inverters: 14 / 2.70
repair buffers: 309 / 32.4
multi-input cells: 152 / 12.8
clock buffers: 18 / 5.82
flip-flops and latches: 149 / 40.9
Power and IR drop assume default switching activity.

File: design/flow/config.mk
export PLATFORM = sky130hd
export DESIGN_NAME = ID_IE_buffer
export DESIGN_NICKNAME = ID_IE_buffer
export VERILOG_FILES = /design/flow/design.v
export SDC_FILE = /design/flow/constraint.sdc
export NUM_CORES = 4
export LEC_CHECK = 1
export CORE_UTILIZATION = 30
File: design/flow/constraint.sdc
current_design ID_IE_buffer

set clk_period 1.0
set clk_io_pct 0.2

create_clock -name clk0 -period $clk_period [get_ports {clk}]

set non_clock_inputs [all_inputs -no_clocks]
set_input_delay [expr $clk_period * $clk_io_pct] -clock clk0 $non_clock_inputs
set_output_delay [expr $clk_period * $clk_io_pct] -clock clk0 [all_outputs]
File: design/flow/design.v
module ID_IE_buffer (reset,instr_in,instr_out, pc_in,pc_out, register_addr_1_in,register_addr_2_in,register_addr_1_out,register_addr_2_out,alu_op_in, register_write_in, alu_src_in, mem_write_in, mem_to_register_in, mem_read_in, jump_type_in,in_port_in,stack_or_data_in,pc_to_stack_in,inc_dec_sp_in,
imm_in,ldd_or_std_in,ret_in,rti_in,call_in, read_data_1_in, read_data_2_in, alu_op_out, register_write_out, alu_src_out, mem_write_out, mem_to_register_out, mem_read_out, jump_type_out,in_port_out,stack_or_data_out,pc_to_stack_out,inc_dec_sp_out,imm_out,ldd_or_std_out,ret_out,rti_out,call_out, read_data_1_out, read_data_2_out, immediate,immediate_out, clk);
  input [2:0] register_addr_1_in,register_addr_2_in;   
  input [3:0] alu_op_in; 
  input [1:0] jump_type_in;
  input register_write_in, alu_src_in, mem_write_in, mem_to_register_in, mem_read_in, in_port_in,stack_or_data_in,pc_to_stack_in,inc_dec_sp_in,imm_in,ldd_or_std_in, clk; 
  input ret_in, rti_in, call_in;
  input [15:0] read_data_1_in, read_data_2_in,immediate;
  input [31:0] pc_in;
  input [15:0]instr_in;
  input reset;
  output reg [2:0] register_addr_1_out,register_addr_2_out;   
  output reg [3:0] alu_op_out; 
  output reg [1:0] jump_type_out;   
  output reg register_write_out, alu_src_out, mem_write_out, mem_to_register_out, mem_read_out,in_port_out,stack_or_data_out,pc_to_stack_out,inc_dec_sp_out,imm_out,ldd_or_std_out; 
  output reg ret_out, rti_out, call_out;
  output reg [15:0] read_data_1_out, read_data_2_out,immediate_out;
  output reg [31:0] pc_out,instr_out;
  always@(posedge clk) begin
  if(reset)begin
    alu_op_out = 0;
    register_write_out = 0;
    alu_src_out = 0;
    mem_write_out = 0;
    mem_to_register_out = 0;
    mem_read_out = 0;
    read_data_1_out = 0;
    read_data_2_out = 0;
    in_port_out = 0;
    stack_or_data_out = 0;
    pc_to_stack_out = 0;
    inc_dec_sp_out = 0;
    imm_out = 0;
    ldd_or_std_out = 0;
    immediate_out= 0;
    register_addr_1_out = 0;
    register_addr_2_out = 0;
    pc_out = 0;
    instr_out = 0;
    ret_out = 0;
    rti_out = 0;
    call_out = 0;
    jump_type_out = 0;
end
else begin
    jump_type_out = jump_type_in;
    alu_op_out = alu_op_in;
    register_write_out = register_write_in;
    alu_src_out = alu_src_in;
    mem_write_out = mem_write_in;
    mem_to_register_out = mem_to_register_in;
    mem_read_out = mem_read_in;
    read_data_1_out = read_data_1_in;
    read_data_2_out = read_data_2_in;
    in_port_out = in_port_in;
    stack_or_data_out = stack_or_data_in;
    pc_to_stack_out = pc_to_stack_in;
    inc_dec_sp_out = inc_dec_sp_in;
    imm_out = imm_in;
    ldd_or_std_out = ldd_or_std_in;
    immediate_out=immediate;
    register_addr_1_out = register_addr_1_in;
    register_addr_2_out = register_addr_2_in;
    pc_out=pc_in;
    instr_out=instr_in;
    ret_out = ret_in;
    rti_out = rti_in;
    call_out = call_in;
end
end
endmodule
File: design/flow/run.sh
#!/bin/bash
# OpenROAD 26Q1-2900-gdf79404cd8, Yosys 0.63+post, stock flow scripts
make -C /OpenROAD-flow-scripts/flow DESIGN_CONFIG=/design/flow/config.mk WORK_HOME=/design/flow/orfs finish
==> run_results.csv <==
group,metric,value,unit
status,run_status,"complete, but fails checks",
status,failing_checks,"setup timing",
worst_setup_path,worst-endpoint-required,0.80,ns
clocking,cts_setup_buffers,0,
synthesis,avgSynthCellArea,12.47,um2
clocking,clk_root_buffer_cell,"sky130_fd_sc_hd__clkbuf_16",
clocking,number_of_hold_buffers_added_after_cts,0,
synthesis,ys_area,3417,um2
global_routing,globalRouteOverflowTotal,0,
placement,placement.setup.worst_slack,0.003814,ns
clocking,clockBufferDepth,2,
hold_path,timing.hold.worst_path_depth,3,
drt,routed_length_per_placed_instance,12.79,um
worst_setup_path,worstSetupPathType,"reg -> out",
synthesis,synth-warning-count,1,
placement,post-dp-hpwl,6375,um
die,number_of_standard_cell_rows_in_the_floorplan,38,
worst_setup_path,critical_path.max_fanout,1,
die,placeableCoreArea,10980,um2
drt,insertedDiodeCount,0,
synthesis,syn_area,3417,um2
clocking,cts_made_buffers,17,
synthesis,yosysCellCount,274,
pwr,netSwitchingPower,2.288,mW
hold_path,hold_worst_path_end,"instr_out[0]$_SDFF_PP0_",
worst_setup_path,cp_num_buf_inv,1,
worst_setup_path,timing.critical_path.arrival,0.83,ns
finish,layout_overhead_on_the_synthesized_area,75.21,%
final_timing,setup_total_negative_slack,-0.3971,ns
final_timing,final.period_utilization,102.6,%
clocking,cts_num_sinks,122,
clocking,cts.reportedPaths.clkPinSlew,0.05,ns
worst_setup_path,critPathMaxStageDelay,0.32,ns
drt,remaining_drc_errors,0,
pwr,power.density,2108,nW/um2
pwr,ir_drop,0.001436,V
final_timing,finalWorstPathRequiredPeriod,1.026,ns
finish,n_fill_cell,962,
pwr,p_comb_share,7.4,%
final_timing,fin_ws,-0.02553,ns
clocking,cts_tree,"yes",
die,die-height,108.7,um
flow_run,stage_log_warnings,27,
drt,avgViaCountPerCell,3.796,
synthesis,count_of_mapped_cells_out_of_synthesis,274,
drt,antenna_violating_nets_post_route,0,
die,floorplan.io_pins,262,
drt,first_iteration_detailed_routing_drc_count,84,
die,die_area,11820,um2
drt,wirelength,8698,um
worst_setup_path,cp-end-kind,"output pin",
die,dieWidth,108.7,um
flow_run,max_cap_violations,0,
finish,layout_top_cells,"sky130_fd_sc_hd__nor2b_1, sky130_fd_sc_hd__clkdlybuf4s50_1, sky130_fd_sc_hd__buf_2",
global_routing,global_router_s_overall_resource_usage,14.34,%
finish,fin_util,54.51,%
global_routing,pin_count_of_the_biggest_net_entering_global_routing,69,
placement,port-buffer-count,245,
pwr,clock_power_share,51.5,%
global_routing,grt_pass1_wl,12300,um
die,fp_util,31.11,%
global_routing,first_global_vias,2432,
hold_path,timing.hold.worst.class,"in -> reg",
final_timing,finalMaxSlewViolations,0,
pwr,p_leak,2.743,nW
final_timing,setup-violations-final,56,
final_timing,unrepaired_setup_endpoints_after_global_routing,"true",
drt,drt_pass1_iterations,3,
synthesis,yosys.stat.seqShare,71.48,%
hold_path,hp-start,"reset",
placement,gp_routability_congestion,0.7303,
synthesis,topCellsByArea,"sky130_fd_sc_hd__dfxtp_1, sky130_fd_sc_hd__nor2b_1, sky130_fd_sc_hd__buf_4, sky130_fd_sc_hd__buf_2, sky130_fd_sc_hd__conb_1",
global_routing,antenna_violations_before_repair,0,
pwr,internal-power,10.33,mW
finish,drive_gt1_share,31.48,%
pwr,p_sw_share,18.13,%
synthesis,yosys.area.top_type,"sky130_fd_sc_hd__dfxtp_1",
synthesis,synth_cell_types,5,
final_timing,fmaxAchievable,0.9751,GHz
clocking,number_of_h_tree_levels,4,
final_timing,hold_viol,0,
drt,total_via_count_in_the_routed_design,2581,
synthesis,synth_top_area_share,71.48,%
worst_setup_path,critical_path_cell_list,"buf_2",
synthesis,synth_flops,122,
worst_setup_path,cp-start-kind,"flop",
worst_setup_path,timing.critical_path.slowest_stage_cell,"sky130_fd_sc_hd__dfxtp_2",
pwr,seq_power_share,41.1,%
worst_setup_path,cpLargestDelayFamily,"flip-flops",
-- cell usage after synthesis --
master,number
sky130_fd_sc_hd__conb_1,1
sky130_fd_sc_hd__buf_2,4
sky130_fd_sc_hd__dfxtp_1,122
sky130_fd_sc_hd__buf_4,25
sky130_fd_sc_hd__nor2b_1,122
-- cells by family after synthesis --
kind of cell	count (synthesis)	share of synthesized area (%)
AND/OR/NAND/NOR	122	22.34
flip-flops	122	71.48
buffers and inverters	29	6.078
other	1	0.1097
-- worst max-delay path by stage --
| stage | from | slack (ns) | cells past startpoint | end |
|---|---|---|---|---|
| CTS | alu_src_out$_SDFF_PP0_ | -0.05 | 1 | alu_src_out |
| global route | pc_out[1]$_SDFF_PP0_ | -0.07 | 1 | pc_out[1] |
| finish | instr_out[12]$_SDFF_PP0_ | -0.03 | 1 | instr_out[12] |
-- per-stage QoR --
step	power [mW]	instance area (um2)	instances	hold slack, ns
4_1_cts	12.79	5981	680	0.1716
6_report	12.62	5987	680	0.1878
3_3_place_gp	6.475	5938	648	0.6114
3_5_place_dp	6.480	5938	648	0.6077
2_1_floorplan	5.502	3473	289	0.3282
5_1_grt	13.16	5987	680	0.1880
-- final cells by class --
| cell class | count | area [um2] | share of cell area (%) |
|---|---|---|---|
| clock buffers | 25 | 505.5 | 8.443 |
| repair buffers | 248 | 1887 | 31.52 |
| clock inverters | 7 | 135.1 | 2.257 |
| flip-flops and latches | 122 | 2461 | 41.11 |
| multi-input cells | 138 | 823.3 | 13.75 |
| well taps | 140 | 175.2 | 2.926 |
-- registers in the layout (all words and copies together) (netlist names), 2 cells and up --
signal	count
pc_out	32
immediate_out	16
instr_out	16
read_data_1_out	16
read_data_2_out	16
alu_op_out	4
register_addr_1_out	3
register_addr_2_out	3
jump_type_out	2
-- what timing repair did --
action,CTS,global route
gates cloned,0,0
endpoints found under the hold margin,0,0
gates resized,385,5
setup endpoints to repair,122,122
-- routing by layer --
metal / global-route usage (%) / share of wire, % / vias to the layer above
met5: 0 / 0 / -
met4: 2.703 / 2.1 / 0
met3: 7.739 / 14 / 14
met2: 23.51 / 47 / 161
met1: 16.84 / 37 / 1108
li1: - / - / 1298
-- power groups by stage --
stage                 Sequential [mW]  Clock (mW)  Combinational, mW
after CTS                        5.19        6.65              0.956
after global routing             5.21        6.93               1.03
final                            5.19        6.50              0.935
No activity file was given, so power comes from the tool's default toggle rates.

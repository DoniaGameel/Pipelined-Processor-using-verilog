<file path="flow/config.mk">
export PLATFORM = sky130hd
export DESIGN_NAME = MEM_WB_buffer
export DESIGN_NICKNAME = MEM_WB_buffer
export VERILOG_FILES = /design/flow/design.v
export SDC_FILE = /design/flow/constraint.sdc
export NUM_CORES = 4
export LEC_CHECK = 1
export CORE_UTILIZATION = 40
</file>
<file path="flow/constraint.sdc">
current_design MEM_WB_buffer

set clk_period 2.5
set clk_io_pct 0.2

create_clock -name clk0 -period $clk_period [get_ports {clk}]

set non_clock_inputs [all_inputs -no_clocks]
set_input_delay [expr $clk_period * $clk_io_pct] -clock clk0 $non_clock_inputs
set_output_delay [expr $clk_period * $clk_io_pct] -clock clk0 [all_outputs]
</file>
<file path="flow/design.v">
module MEM_WB_buffer(reset,ret_in,ret_out, read_addr_2_in,read_addr_2_out, pc_to_stack_in,pc_to_stack_out,mem_read_in,mem_read_out, pc_l_in,pc_l_out, alu_out_in,data_mem_in, register_write_in,mem_to_register_in,in_port_in,write_addr_in,write_pc_rti_in,write_pc_ret_in,write_flags_in, register_write_out,mem_to_register_out,in_port_out,write_addr_out, alu_out_out,data_mem_out,clk,write_pc_rti_out,write_pc_ret_out,write_flags_out,pop_segment_rti,pop_segment_ret,pc_h,pc_l,flags_out,IN_PORT_in,IN_PORT_out);
  input [2:0] write_addr_in,read_addr_2_in;
  input register_write_in,reset,ret_in,mem_to_register_in,in_port_in,clk,pc_to_stack_in,mem_read_in,write_pc_rti_in,write_pc_ret_in,write_flags_in; 
  input [15:0]  alu_out_in,data_mem_in,pc_l_in,IN_PORT_in;
  input [1:0] pop_segment_rti;
  input [1:0] pop_segment_ret;
  output reg [2:0]  write_addr_out,read_addr_2_out;    
  output reg ret_out,register_write_out,mem_to_register_out,in_port_out,pc_to_stack_out,mem_read_out,write_pc_rti_out,write_pc_ret_out,write_flags_out;
  output reg [15:0]  data_mem_out,alu_out_out,pc_l_out,pc_h,pc_l,IN_PORT_out;
  output reg [2:0] flags_out;
  always@(posedge clk) begin
  if(reset)begin
  IN_PORT_out=0;
    register_write_out = 0;
    ret_out=0;
    read_addr_2_out=0;
    mem_to_register_out = 0;
    pc_to_stack_out=0;
    mem_read_out=0;
    in_port_out = 0;
    alu_out_out=0;
    write_addr_out=0;
    data_mem_out=0;
    pc_l_out=0;
    write_flags_out=0;
    write_pc_rti_out=0;
    write_pc_ret_out=0;
    flags_out=0;
	  pc_l=0;
	  pc_h=0;
  end
  else begin
  IN_PORT_out=IN_PORT_in;
    register_write_out = register_write_in;
    ret_out=ret_in;
    read_addr_2_out=read_addr_2_in;
    mem_to_register_out = mem_to_register_in;
    pc_to_stack_out=pc_to_stack_in;
    mem_read_out=mem_read_in;
    in_port_out = in_port_in;
    alu_out_out=alu_out_in;
    write_addr_out=write_addr_in;
    data_mem_out=data_mem_in;
    pc_l_out=pc_l_in;
    write_flags_out=write_flags_in;
    write_pc_rti_out=write_pc_rti_in;
    write_pc_ret_out=write_pc_ret_in;
   case(pop_segment_rti)
	2'b01:flags_out=data_mem_in[2:0];
	2'b10:pc_l=data_mem_in;
	2'b11:pc_h=data_mem_in;
   endcase
   case(pop_segment_ret)
	2'b10:pc_l=data_mem_in;
	2'b11:pc_h=data_mem_in;
   endcase
    end
  end
endmodule
</file>
<file path="flow/run.sh">
#!/bin/bash
# OpenROAD 26Q1-2900-gdf79404cd8, Yosys 0.63+post, stock flow scripts
make -C /OpenROAD-flow-scripts/flow DESIGN_CONFIG=/design/flow/config.mk WORK_HOME=/design/flow/orfs finish
</file>
==> metrics.yaml <==
global_routing:
  antenna_found_initial: 0
  grt_pass1_vias: 2516
  grt_usage: 0.185
  grt_pass1_wl_um: 12400
  grt_start_max_net_pins: 73
  globalRoute.totalOverflow: 0
final_timing:
  maxSlewHeadroom: 0.613
  layout_setup_ws_ns: 0.667
  finalClockPeriodUsage: 0.733
  hold_violations: 0
  fin_tns_setup_ns: 0
  rsz_0062_raised_after_global_routing: "no"
  final.min_clock_period_ns: 1.83
  timing.fmax_mhz: 545
  timing.clock.skew_ns: 0
  slew_violations: 0
  worst_pin_slew_ns: 0.580
  final-setup-viol-count: 0
  hold-worst-slack_ns: 0.468
critical_path:
  crit_fanout: 2
  critical_path.top_delay_family: "buffers and inverters"
  endpoint_kind: "output port"
  r2r_slack_ns: 1.85
  critPathBufInv: 1
  worst-endpoint-arrival_ns: 1.33
  critPathMaxStageDelay_ns: 0.47
  path_depth: 1
  start_kind: "flop"
  crit_path_top_delay_cell: "clkdlybuf4s50_1"
  cp-startpoint: "pc_l[11]$_SDFFE_PP0P_"
  r2r_depth: 2
  reg2reg_to: "flags_out[1]$_SDFFE_PP0N_"
  timing_worst_setup_path_type: "reg2out"
  worst_setup_path_endpoint: "pc_l[11]"
  cp_cell_sequence: "clkdlybuf4s50_1"
  crit_required_ns: 2.00
  reg2reg_from: "flags_out[1]$_SDFFE_PP0N_"
place:
  place.port_buffers: 198
  detailedPlace.worstSlack_ns: 0.612
  placed_cell_area_mm2: 0.00554
  placer_s_final_routability_congestion_estimate: 0.720
  final_hpwl_from_detailed_placement_um: 5730
hold_path:
  worstHoldStart: "pc_l[15]$_SDFFE_PP0P_"
  min-delay-path-class: "reg2reg"
clock_tree:
  cts_sinks: 114
  cts_hold_buffers: 0
  worstSkewPairLatency_ns: 0.48
  total_of_cells_resized_after_clock_tree_synthesis: 0
  cts-buffers-inserted: 17
  clk_path_buf_depth: 2
  cts_max_level: 4
  cts_setup_buffers: 0
  cts_tree: "done"
  cts.root.buffer_cell: "clkbuf_8"
  clock_slew_at_reported_path_ffs_ns: 0.05
floorplanning:
  floorplan.initialDensity: 0.417
  die.size.y_um: 95
  number_of_rows_created_at_floorplan: 33
  floorplan.io_pins: 199
  dieArea_mm2: 0.00903
  die_w_um: 95
  coreArea_mm2: 0.00830
power_and_ir_drop:
  power.total_uw: 4860
  worst_ir_drop_vdd_mv: 0.685
  power_per_cell_area_mw_per_mm2: 791
  static-leakage-power_uw: 0.00251
detailed_routing:
  detail_route.wirelength_um: 8160
  detailedRoute.firstIterationViolations: 109
  detail_route.antenna_diodes: 0
  drc: 0
  route.detailed.wl_per_inst_um: 13.1
  antenna_viol_nets_final: 0
  vias: 2665
  viasPerCell: 4.28
  detailedRoute.firstPassIterationCount: 4
yosys:
  synth_stat.cells: 300
  ys_warn_count: 1
  ys_chip_area_mm2: 0.00346
  post_synth_inst_count: 300
  synth_flops: 114
  postSynthSeqShare: 0.660
  synthDistinctLibCells: 14
  netlist_area_mm2: 0.00346
  post_synth.cell_area_avg_um2: 11.5
run:
  warning_count: 26
  tally_of_max_capacitance_violations: 0
final_layout:
  post_route_cells_drive_above_1_share: 0.0696
  nFillCells: 595
  seqCellArea_mm2: 0.00228
  multi_input_comb_area_mm2: 0.00103
  area.growth.synth_to_final_pct: 77.6
  finalInstanceArea_mm2: 0.00614
outcome:
  status: "finished, final reports clean"
layer usage:
metal  vias up  track usage  wire [um]
li1       1355            -          -
met2       127        0.263       3530
met5         -            0          0
met4         0       0.0202         59
met3         4        0.114       1110
met1      1179        0.255       3460
cell type report:
type | count | share of cell area
inverter | 18 | 0.0110
multi-input combinational | 152 | 0.168
timing repair buffer | 202 | 0.329
clock buffer | 21 | 0.0731
clock inverter | 10 | 0.0257
sequential | 114 | 0.371
tap | 105 | 0.0214
how the worst min path moves through the flow:
stage | to | slack [ns] | cells after the start
after CTS | pc_l[13]$_SDFFE_PP0P_ | 0.47 | 2
after global routing | pc_l[0]$_SDFFE_PP0P_ | 0.50 | 2
final | pc_l[15]$_SDFFE_PP0P_ | 0.47 | 2
cells in the mapped netlist, drive strengths merged:
| library cell | number | area (um^2) |
|---|---|---|
| o22ai | 1 | 20.0 |
| nand3b | 16 | 120 |
| nor2b | 63 | 394 |
| buf | 4 | 33.8 |
| clkbuf | 12 | 46.3 |
| nand2b | 33 | 206 |
| inv | 18 | 67.6 |
| mux2i | 19 | 190 |
| dfxtp | 114 | 2280 |
| nor2 | 3 | 11.3 |
| a22oi | 1 | 7.51 |
| o21ai | 16 | 80.1 |
cells in the final DEF, fill, tap and decap left out, types with 16 or more instances in the layout:
cell type and count:
clkbuf_16 16, nand2b_1 33, clkdlybuf4s50_1 197, nor2b_1 63, o21ai_0 16, mux2i_1 19
dfxtp_1 114, inv_1 18, nand3b_1 16
per-stage QoR:
stage,cells,utilization
global route,622,0.740
finish,622,0.740
CTS,622,0.740
floorplan,300,-
detailed placement,591,0.667
global placement,591,0.667
registers in the layout (all words and copies together), names as in the netlist:
signal,flops
read_addr_2_out,3
register_write_out,1
pc_l_out,16
IN_PORT_out,16
ret_out,1
in_port_out,1
write_pc_ret_out,1
write_addr_out,3
mem_read_out,1
alu_out_out,16
pc_l,16
flags_out,3
write_pc_rti_out,1
write_flags_out,1
pc_to_stack_out,1
data_mem_out,16
pc_h,16
mem_to_register_out,1
cell families after synthesis:
family / Yosys count / synth area share
flops: 114 / 0.660
compound gates: 18 / 0.0311
buf+inv: 34 / 0.0427
simple gates: 115 / 0.212
mux: 19 / 0.0550
power by group:
| group | switching [uW] | internal (uW) | total, uW |
|---|---|---|---|
| Sequential | 36.4 | 1930 | 1960 |
| Combinational | 121 | 350 | 471 |
| Clock | 766 | 1660 | 2420 |
| Total | 923 | 3930 | 4860 |
Power figures rest on the tool's default switching activity, not on a simulated workload.
